**flow/run.sh**
```bash
#!/bin/bash
# OpenROAD 26Q1-2900-gdf79404cd8, Yosys 0.63+post, stock flow scripts
make -C /OpenROAD-flow-scripts/flow DESIGN_CONFIG=/design/flow/config.mk WORK_HOME=/design/flow/orfs finish
```
**flow/config.mk**
```make
export PLATFORM = sky130hd
export DESIGN_NAME = ALU
export DESIGN_NICKNAME = ALU
export VERILOG_FILES = /design/flow/design.v
export SDC_FILE = /design/flow/constraint.sdc
export NUM_CORES = 4
export LEC_CHECK = 1
export CORE_AREA = 10 10 70 70
export DIE_AREA = 0 0 80 80
```
**flow/constraint.sdc**
```tcl
current_design ALU

set clk_period 5.8
set clk_io_pct 0.2

create_clock -name clk0 -period $clk_period

set non_clock_inputs [all_inputs -no_clocks]
set_input_delay [expr $clk_period * $clk_io_pct] -clock clk0 $non_clock_inputs
set_output_delay [expr $clk_period * $clk_io_pct] -clock clk0 [all_outputs]
```
**flow/design.v**
```verilog
module ALU #(parameter W=8) (
input [1:0] Control,
input [W-1:0] DATA_A, DATA_B,
output reg [W-1:0] Result
);
always@(*) begin
	case(Control)
		2'b00: Result = (DATA_A+DATA_B);
		2'b01: Result = (DATA_A-DATA_B);
		2'b10: Result = (~DATA_B);
		default: Result = {W{1'bx}};
	endcase
end
endmodule
```
==> GITHUB_STEP_SUMMARY <==
## Synthesis and layout report

| Metric | Value |
|---|---|
| Sw power | `45.06 uW` |
| Leakage | `0.0003638 uW` |
| Antenna fix cells | `0` |
| Cycle use final | `94.53%` |
| Synth Cell Area | `551.8 um2` |
| Critical path class | `in -> out` |
| # hold bufs at CTS | `0` |
| Die H | `80 um` |
| Logic pwr share | `100.0%` |
| PD cells | `127.7 mW/mm2` |
| Clock share of power | `0%` |
| Row cnt | `21` |
| Iteration-0 DRC Markers | `34` |
| Tool warnings | `32` |
| Total area of sequential cells | `0 um2` |
| Crit. End Element | `output port` |
| Hold Path End | `Result[7]` |
| CP Depth | `12` |
| Internal power | `65.33 uW` |
| Crit Path Max Fanout | `6` |
| Final min period | `5.483 ns` |
| Critical path's largest stage delay | `0.53 ns` |
| Number of routed nets with antenna violations | `0` |
| Initial antenna violation count | `0` |
| Vias/cell | `4.280` |
| Least-Margin Pin Slew | `0.4807 ns` |
| Cell Type Count | `30` |
| Crit path buffers/inverters | `2` |
| Largest delay contributor family on the critical path | `AND-OR/OR-AND gates` |
| Area growth, synth to finish | `56.69%` |
| Hold path depth | `3` |
| Remaining DRCs | `0` |
| Total grt overflow | `0` |
| Yosys Chip Area | `551.8 um2` |
| Detailed-route wire length | `1694 um` |
| I/O pins | `26` |
| RePlAce Congestion | `0.8840` |
| Registers | `0` |
| Syn_area_per_cell | `6.897 um2` |
| Vias post-DR | `642` |
| Init Core Util | `16.15%` |
| Share of layout cells above drive strength 1 | `2.885%` |
| Routed len/inst | `11.29 um` |
| Die Span X | `80 um` |
| Final Slew Violations | `0` |
| Core ar. | `0.003416 mm2` |
| DP Area | `862.1 um2` |
| Placed insts | `150` |
| Input/output buffers | `26` |
| Flop pwr share | `0%` |
| Fmax | `182.4 MHz` |
| Total Routing Usage GR | `4.902%` |
| First-pass GRT wire length | `2649 um` |
| Register share after synthesis | `0%` |
| Worst hold path type | `in -> out` |
| Worst setup SP type | `input port` |
| HPWL after detailed placement | `1505 um` |
| Critical path required time | `4.64 ns` |
| Synth warn | `1` |
| Fin cells | `150` |
| Post-Syn Instances | `80` |
| Final setup TNS | `0 ns` |
| Critical-path cell list | `clkdlybuf4s50_1 > nor4_1 > a21oi_1 > xnor2_1 > ha_1 > o21ai_1 > nor3b_1 > a311oi_1 > a31oi_1 > a211oi_2 > xnor2_1 > clkdlybuf4s50_1` |
| Largest net degree at the start of global routing | `13` |
| DIE AREA | `0.006400 mm2` |
| # Max-Cap Violations | `0` |
| Relative slew slack | `67.95%` |
| RSZ-0062 raised after global routing | `false` |
| Net Sw Frac | `40.82%` |
| # setup viols final | `0` |
| Peak supply drop | `0.03245 mV` |
| Critical-path top delay cell | `clkdlybuf4s50_1` |
| Final Cell Area | `864.6 um2` |
| Number of setup buffers added after CTS | `0` |
| Router iterations before antenna repair | `4` |
| Status | `finished, final reports clean` |
| Yosys Instances | `80` |
| Crit path DAT | `4.32 ns` |
| Number of clock buffers in the layout | `0` |
| Number of global-route vias before repair | `638` |
| HP Start | `DATA_B[7]` |
| Post_cts resized | `0` |
| Fin. Hold Viols | `0` |
==> tightest hold or removal path, stage by stage <==
cell and delay, ns:
clkdlybuf4s50_1 0.47, xnor2_1 0.07, clkdlybuf4s50_1 0.40
==> kinds of logic after synthesis <==
family | Yosys count | synth area share, %
compound gates | 25 | 29.93
xor+xnor | 10 | 15.87
fa+ha+maj | 9 | 21.77
buf+inv | 10 | 6.803
mux | 2 | 3.628
simple gates | 24 | 22.00
==> worst max-delay path by stage <==
stage,from,endpoint,slack (ns)
4_1_cts,Control[0],Result[7],0.24
5_1_grt,DATA_B[2],Result[7],0.12
6_report,DATA_B[2],Result[7],0.32
==> cells in the final DEF, fill, tap and decap left out, types with 2 or more instances in the layout <==
| cell type | synthesis | final |
|---|---|---|
| nor3_1 | 2 | 2 |
| o21ai_0 | 5 | 5 |
| xor2_1 | 3 | 3 |
| nand2_1 | 4 | 4 |
| nor2_1 | 7 | 7 |
| nand2b_1 | 2 | 2 |
| mux2i_1 | 2 | 2 |
| nor2b_1 | 3 | 2 |
| ha_1 | 8 | 8 |
| clkdlybuf4s50_1 | 0 | 26 |
| a311oi_1 | 2 | 2 |
| xnor2_1 | 7 | 7 |
| a21o_1 | 2 | 2 |
| a21oi_1 | 8 | 8 |
| inv_1 | 8 | 8 |
==> layer usage <==
metal	GRT usage, %	share of wire, %
met3	2.159	11
met5	0	0
met1	6.353	48
met4	0.5282	0.94
met2	7.544	39
==> synth_stat cells, drive strengths merged <==
| master | count | area share [%] |
|---|---|---|
| a211o | 1 | 1.6 |
| a211oi | 1 | 2.3 |
| a21o | 2 | 2.7 |
| a21oi | 8 | 7.3 |
| a311oi | 2 | 3.2 |
| a31oi | 1 | 1.1 |
| a41o | 1 | 2.0 |
| clkbuf | 2 | 1.4 |
| fa | 1 | 3.6 |
| ha | 8 | 18 |
| inv | 8 | 5.4 |
| mux2i | 2 | 3.6 |
| nand2 | 4 | 2.7 |
| nand2b | 2 | 2.3 |
| nand3 | 1 | 0.91 |
| nand3b | 1 | 1.4 |
| nand4 | 1 | 1.1 |
| nor2 | 7 | 4.8 |
| nor2b | 3 | 3.4 |
| nor3 | 2 | 1.8 |
| nor3b | 1 | 1.4 |
| nor4 | 1 | 1.1 |
| o2111ai | 1 | 1.6 |
| o21a | 1 | 1.4 |
| o21ai | 6 | 5.4 |
| o21bai | 1 | 1.4 |
| or3 | 1 | 1.1 |
| xnor2 | 7 | 11 |
| xor2 | 3 | 4.8 |
==> cell type report <==
type | instances | area [um2]
Tap cell | 46 | 57.56
Timing Repair Buffer | 26 | 260.3
Fill cell | 378 | 2551
Inverter | 8 | 30.03
Multi-Input combinational cell | 70 | 516.7
==> metrics by stage <==
step           total power, uW  setup slack [ns]  util [%]  hold WS [ns]
2_1_floorplan            58.43             1.532         -         2.343
3_3_place_gp             110.3            0.3309     25.24         3.270
3_5_place_dp             110.9            0.2504     25.24         3.265
4_1_cts                  112.2            0.2376     25.24         3.265
5_1_grt                  123.1            0.1195     25.31         3.297
6_report                 110.4            0.3173     25.31         3.257
==> power groups by stage <==
stage         logic (uW)  registers (uW)  clock network, uW
finish               110               0                  0
global route         123               0                  0
CTS                  112               0                  0
No activity file was given, so power comes from the tool's default toggle rates.
