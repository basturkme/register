==> config.mk <==
export PLATFORM = sky130hd
export DESIGN_NAME = Register_File
export DESIGN_NICKNAME = Register_File
export VERILOG_FILES = /design/flow/design.v
export SDC_FILE = /design/flow/constraint.sdc
export NUM_CORES = 4
export LEC_CHECK = 1
export CORE_AREA = 10 10 107 107
export DIE_AREA = 0 0 117 117
==> constraint.sdc <==
current_design Register_File

set clk_period 2.2
set clk_io_pct 0.2

create_clock -name clk0 -period $clk_period [get_ports {CLK}]

set non_clock_inputs [all_inputs -no_clocks]
set_input_delay [expr $clk_period * $clk_io_pct] -clock clk0 $non_clock_inputs
set_output_delay [expr $clk_period * $clk_io_pct] -clock clk0 [all_outputs]
==> design.v <==
module Register #(parameter W=4)(
	input clk, we, reset,
	input [W-1:0] in,
	output reg [W-1:0] out
);
	always@(posedge clk) begin
		if (reset)
			out<=0;
		else if (we)
			out<=in;
	end
endmodule
module Register_File #( 
    parameter W = 4               
) (
    input CLK,                  
    input Reset,                
    input [W-1:0] Data,         
    input [2:0] Destination_Select,   
    input  Write_Enable,         
    input [2:0] Source_Select_0,   
    input [2:0] Source_Select_1,   
    output [W-1:0] Out_0,        
    output [W-1:0] Out_1         
);
initial begin
    $monitor("t=%0t: Dest=%0d, WE=%0b, Data=%0d, Out0=%0d", $time, Destination_Select, Write_Enable, Data, Out_0);
end
wire [7:0] andwe; 
dec3to8 my_dec(
.i(Destination_Select),
.out(andwe)
);
wire [7:0] we;
assign we = andwe & {8{Write_Enable}};
wire [W-1:0] register_outarray [7:0];
genvar i;
	generate
		for(i=0; i<8; i=i+1) begin: connections
			Register #(.W(W)) my_register(
			.clk(CLK),
			.we(we[i]),
			.reset(Reset),
			.in(Data),
			.out(register_outarray[i])
			);
		end
	endgenerate
wire [W-1:0] out0_wire, out1_wire;
mux8to1 #(.W(W)) my_mux0(
.d0(register_outarray[0]),
.d1(register_outarray[1]),
.d2(register_outarray[2]),
.d3(register_outarray[3]),
.d4(register_outarray[4]),
.d5(register_outarray[5]),
.d6(register_outarray[6]),
.d7(register_outarray[7]),
.select(Source_Select_0),
.out(out0_wire)
);
assign Out_0 = out0_wire; 
mux8to1 #(.W(W)) my_mux1(
.d0(register_outarray[0]),
.d1(register_outarray[1]),
.d2(register_outarray[2]),
.d3(register_outarray[3]),
.d4(register_outarray[4]),
.d5(register_outarray[5]),
.d6(register_outarray[6]),
.d7(register_outarray[7]),
.select(Source_Select_1),
.out(out1_wire)
);
assign Out_1 = out1_wire;
endmodule
module dec3to8 (
	input [2:0] i,
	output reg [7:0] out
);
	always@(*) begin
		case(i)
		  3'b000: out= 8'b0000_0001;
        3'b001: out= 8'b0000_0010;
        3'b010: out= 8'b0000_0100;
        3'b011: out= 8'b0000_1000;
        3'b100: out= 8'b0001_0000;
        3'b101: out= 8'b0010_0000;
        3'b110: out= 8'b0100_0000;
        3'b111: out= 8'b1000_0000;
		  default:  out = 8'b0000_0000;
		endcase
end
endmodule
module mux8to1 #(parameter W=8)(
	input [W-1:0] d0, d1, d2, d3, d4, d5, d6, d7,
	input [2:0] select,
	output reg [W-1:0] out
);
	always@ (*) begin
		case(select)
			3'd0 : out=d0;			
			3'd1 : out=d1;
			3'd2 : out=d2;
			3'd3 : out=d3;
			3'd4 : out=d4;
			3'd5 : out=d5;
			3'd6 : out=d6;
			3'd7 : out=d7;
		default: out = {W{1'bx}};
		endcase
	end
endmodule
==> run.sh <==
#!/bin/bash
# OpenROAD 26Q1-2900-gdf79404cd8, Yosys 0.63+post, stock flow scripts
make -C /OpenROAD-flow-scripts/flow DESIGN_CONFIG=/design/flow/config.mk WORK_HOME=/design/flow/orfs finish
==> run summary <==
Implementation status.

- The flow ran to the end, and the final reports show no timing, DRC or antenna violations.
- The launch point of the critical path was reported as Source_Select_1[1].
- Detailed routing inserted a total of 1,498 vias.
- The registers of the reported paths see a clock transition of 60 ps.
- The average cell area after synthesis is 9.597 um2.
- The largest registers in the layout are connections.my_register.out (32).
- In this run the critical register-to-register path is captured at connections[1].my_register.out[2].
- The startpoint of the lowest-slack hold path is connections[2].my_register.out[2].
- The number of clock sinks seen by CTS is 32.
- The number of warning messages in the logs is 26.
- Setup repair after global routing left no endpoint under its margin.
- Warnings reported by Yosys during synthesis add up to 6.
- The via count of the first global-routing pass is between 1k and 1.5k.
- The all-layer global routing usage is under 10%.
- The TritonCTS clock tree is done.
- The primary flip-flop cell chosen by synthesis mapping is sky130_fd_sc_hd__dfxtp_1.
- The filler cells instantiated in the layout total 962.
- The peak clock frequency supported by timing is 467.7 MHz.
- STA classifies the critical path endpoint as a primary output.
- The synthesized design contains 0 enable-type register cells.
- The root cell of the clock tree is sky130_fd_sc_hd__clkbuf_8.
- The later-pin clock latency in the skew report is 280 ps.
- The post-route worst hold slack is 512.0 ps.
- The die is ~120 um wide.
- In this run the standard cell core region covers 9196 um2.
- Counting flops per register, the top entry is connections.my_register.out.
- Across the run, the number of max-cap violations was 0.
- The number of hold buffers added after CTS was 0.
- STA puts the critical path data required time at 1760 ps.
- The leftover overflow at the end of global routing is 0.
- The chip occupies 13,690 um2.
- Once routing completed, OpenROAD measured the worst setup slack at 61.67 ps.
- The destination of the critical timing path is Out_1[0].
- The count of cell types in the netlist is 32.
- From synthesis to final layout, the design area changed by 31.76%.
- The highest fanout seen on the critical path is 7.
- In the placement report, post-DP HPWL is listed as 3.537 mm.
- The number of core rows is 35.
- In the routed netlist, the antenna diode instances number 0.
- According to the timing report, the arrival time at the worst endpoint equals between 1500 and 2000 ps.
- The vertical die dimension reported for this design is 117 um.
- The number of antenna violations at the first check in global routing is 0.
- The power report puts the leakage power at 1.006 nW.
- The deepest level of the CTS H-tree is 2.
- The cell area that synthesis handed to floorplanning was ~1800 um2.
- After synthesis, flip-flops and latches occupy a little over a third of the total area.
- The number of max-slew violations in the final report is 0.
- The nature of the critical path startpoint is an input pin.
- The tightest slew margin relative to the limit is between 70% and 80%.
- Subtracting the final worst setup slack from the clock period gives about 2100 ps.
- The quantity of I/O buffers inserted on ports is 23.
- The depth of the worst register-to-register path is 2.
- Yosys attributes the largest share of cell area to sky130_fd_sc_hd__dfxtp_1, sky130_fd_sc_hd__mux2i_1, sky130_fd_sc_hd__mux4_1.
- Looking at the max-slew report, the worst-margin pin has a slew of roughly 410 ps.
- The power density over cell area is 505.7 nW/um2.
- The post-synth register bit count is 32.
- The largest area contributor in the netlist is sky130_fd_sc_hd__dfxtp_1.
- The detailed router's first-iteration violation count is 65.
- The start of the worst register-to-register path is connections[1].my_register.out[2].
- The most popular library cell in the synthesized design by count is sky130_fd_sc_hd__nor2_1.
- For this run, design rule violations remaining after detail routing come to 0.
- The reg-to-reg setup timing slack is 1540 ps.
- The longest clock path from root to sink contains 2 buffers.
- Before placement the cells fill 19.62% of the core.
- The global-route wire length before repair is 8.045 mm.
- In the routed layout, each cell is associated on average with a via count of 4.485.
- The worst setup slack after placement is -684.1 ps.
- The first-pass detailed-route iteration total is 4.
- The synthesized netlist cell count is roughly 190.
- The fraction of post-synthesis cell area in the top cell type by area is 35.51%.
- Post-synthesis, Yosys gives the total cell area as 1804 um2.
- The class of the worst hold path is flip-flop to flip-flop.
- The final hold violation count recorded for this run is 0.
- RePlAce ended its routability-driven mode at a weighted congestion of roughly 0.84.
- The critical path class is input pin to primary output.
- The layout summary lists the proportion of cells stronger than drive strength 1 as around 28%.
- The number of nets with antenna violations after detailed routing is 0.
- In the Yosys report the total cell count is 188.
- The worst clock skew on the final layout is 0 ps.
- The register with the most flip-flops in the layout has 32 of them.
- The fraction of the cycle the final worst path needs is a little over nine tenths.
- The routed design shows a wire length per standard cell of 14.86 um.
- Ranked by instance count, the synthesized netlist is headed by sky130_fd_sc_hd__nor2_1, sky130_fd_sc_hd__mux2i_1, sky130_fd_sc_hd__dfxtp_1.
- Per the detailed-route log, wirelength across all metal layers totals 4.964 mm.
- The number of I/O pins is 24.
- The largest net degree at the start of global routing is 33.
- The final setup violation count is 0.
- The maximum vdd drop is about 170 uV.
- Buffers inserted during clock tree synthesis total 5.
- The fraction of registers with async set or reset after synthesis is 0%.
==> cells in the final DEF (no fill, tap or decap), drive strengths merged, types with 2 or more instances in the layout <==
cell and instances:
nor3b 3, buf 28, a221oi 5, nor2 41, o21ai 2, nand3b 3
clkdlybuf4s50 9, dfxtp 32, mux2 7, nor3 3, nand2b 2, clkdlybuf4s15 2
nor2b 3, dlygate4sd2 6, nand2 4, inv 6, mux2i 35, nand4b 3
clkbuf 6, a22o 2, a21oi 4, mux4 6, o22ai 3
==> report_power, final <==
part	internal [mW]	switching (mW)	leakage, nW
combinational	0.106	0.0972	0.711
sequential	0.592	0.0103	0.259
clock	0.203	0.193	0.0359
==> through the flow <==
step	instances	TNS [ps]	cell area, um2	total power, mW	util (%)
finish	334	0	2377	1.202	25.85
global route	334	0	2377	1.257	25.85
CTS	335	-43.83	2391	1.216	26.00
detailed placement	324	-4796	2236	0.8051	24.31
global placement	324	-4652	2236	0.8034	24.31
floorplan	188	0	1804	0.7169	-
==> timing repair <==
item | CTS | global route
endpoints found under the hold margin | 0 | 0
pin swaps | 5 | 0
gates resized | 55 | 4
buffers inserted | 6 | 0
setup endpoints to repair | 8 | 3
==> worst min path at each step <==
stage | to | cells after the start
6_report | connections[2].my_register.out[2] | 2
4_1_cts | connections[2].my_register.out[2] | 2
5_1_grt | connections[2].my_register.out[2] | 2
==> routing by layer <==
| layer | vias to the layer above | routed length (um) | GRT usage (%) | part of all wire [%] |
|---|---|---|---|---|
| li1 | 741 | - | - | - |
| met1 | 707 | 2196 | 10.03 | 44 |
| met2 | 42 | 2424 | 12.45 | 49 |
| met3 | 8 | 250 | 1.600 | 5.0 |
| met4 | 0 | 93 | 1.318 | 1.9 |
| met5 | - | 0 | 0 | 0 |
==> critical path, cell delays in order <==
cell	delay, ps
sky130_fd_sc_hd__buf_4	150
sky130_fd_sc_hd__nor2b_1	150
sky130_fd_sc_hd__buf_4	150
sky130_fd_sc_hd__a22o_1	240
sky130_fd_sc_hd__a221oi_2	250
sky130_fd_sc_hd__nor2_2	70
sky130_fd_sc_hd__dlygate4sd2_1	240
==> final cells by class <==
class,count,area [um2],area share (%)
inverter,6,22.52,0.9474
sequential,32,640.6,26.95
clock buffer,5,68.82,2.895
tap,111,138.9,5.842
multi-input combinational,134,1111,46.74
timing repair buffer,46,395.4,16.63
==> logic make-up after synthesis <==
group / share of synthesized area [%]
buffers and inverters: 5.270
DFF: 35.51
muxes: 32.52
AOI/OAI and AO/OA: 8.323
and+or+nand+nor: 18.38
No activity file was given, so power comes from the tool's default toggle rates.
